==> /design/flow/constraint.sdc <==
current_design Adder_8bit

set clk_period 8.8
set clk_io_pct 0.2

create_clock -name clk0 -period $clk_period

set non_clock_inputs [all_inputs -no_clocks]
set_input_delay [expr $clk_period * $clk_io_pct] -clock clk0 $non_clock_inputs
set_output_delay [expr $clk_period * $clk_io_pct] -clock clk0 [all_outputs]
==> /design/flow/design.v <==
`timescale 1ns / 1ps
module Adder_8bit(
    input [7:0] inA,
    input [7:0] inB,
    output [7:0] total
    );
    wire [7:0] carry;
    wire carry_out;
    assign {carry[0], total[0]} = inA[0] + inB[0];
    assign {carry[1], total[1]} = inA[1] + inB[1] + carry[0];
    assign {carry[2], total[2]} = inA[2] + inB[2] + carry[1];
    assign {carry[3], total[3]} = inA[3] + inB[3] + carry[2];
    assign {carry[4], total[4]} = inA[4] + inB[4] + carry[3];
    assign {carry[5], total[5]} = inA[5] + inB[5] + carry[4];
    assign {carry[6], total[6]} = inA[6] + inB[6] + carry[5];
    assign {carry_out, total[7]} = inA[7] + inB[7] + carry[6];
endmodule
==> /design/flow/config.mk <==
export PLATFORM = sky130hd
export DESIGN_NAME = Adder_8bit
export DESIGN_NICKNAME = Adder_8bit
export VERILOG_FILES = /design/flow/design.v
export SDC_FILE = /design/flow/constraint.sdc
export NUM_CORES = 4
export LEC_CHECK = 1
export CORE_AREA = 10 10 70 70
export DIE_AREA = 0 0 80 80
==> /design/flow/run.sh <==
#!/bin/bash
# OpenROAD 26Q1-2900-gdf79404cd8, Yosys 0.63+post, stock flow scripts
make -C /OpenROAD-flow-scripts/flow DESIGN_CONFIG=/design/flow/config.mk WORK_HOME=/design/flow/orfs finish
==> Slide: Implementation Results <==
Physical Implementation Snapshot

Setup path
  – Worst path most repeated cell: fa_1
  – Slowest cell on crit path: clkdlybuf4s50_1
  – Worst setup SP type: input port
  – Cell Chain, Critical Path: clkdlybuf4s50_1 -> ha_1 -> inv_1 -> fa_1 -> inv_1 -> fa_1 -> fa_1 -> fa_1 -> fa_1 -> fa_1 -> xor3_1 -> clkdlybuf4s50_1
  – Slowest stage delay, CP: 0.47 ns
  – Worst Path Required: 7.04 ns
  – CP Class: in2out
  – Critical path peak fanout: 1
  – CP top delay family: adder cells
  – Setup crit end kind: output pin
  – Arr. time, crit path: 5.23 ns
  – Crit path buffers/inverters: 4

Finish
  – Area Growth Syn to Fin: 170%
  – Layout cells sized above 1: 0
  – Multi-input gate area in the final layout: around 160 um2
  – Register area: 0 um2
  – Layout Cells excl Fill: 83
  – Fillers: approximately 400
  – Layout clock buffers: 0
  – Seq cells: 0

Job
  – Max-cap viol count: 0
  – Tool warnings: 32

Die
  – FP Util: 0.0513
  – Ports: 24
  – Core area: 0.00342 mm2
  – Die H: 80 um
  – Die footprint: between 0.006 and 0.007 mm2
  – Row count: 21
  – Die X: 80 um

Logic synthesis
  – YS chip area: 175 um2
  – Post-synthesis average cell area: 13.5 um2
  – Cells after Synth: 13
  – Yosys cell count: 13
  – Post-synth cell types: 4
  – Sequential element share of the synthesized area: 0
  – Cell area after synthesis: 175 um2
  – Yosys warning count: 0

Routing
  – DRC: 0
  – Post-DRT Antenna Nets: 0
  – Vias per cell: 2.13
  – Post-Route WL: 738 um
  – Diode count: 0
  – Starting DRC count in detailed routing: 1
  – Via count: around 180
  – DR pass1 iterations: 2
  – Drt wl/cell: roughly 9 um

Pwr
  – Peak supply drop: 0.0147 mV
  – LEAKAGE: 0.186 nW
  – PwrDens: a little under 60 mW/mm2

STA
  – Post-layout period usage: 0.794
  – Fmax: 143 MHz
  – Setup tns final: 0 ns
  – Pins over their slew limit: 0
  – Tightest Pin Transition: 0.0930 ns
  – Fin. Hold Viols: 0
  – Min cycle time layout: 6.99 ns
  – RSZ-0062 raised after global routing: false
  – Final setup violation count: 0
  – Slew margin rel.: 0.938

GRT
  – GRT Total Usage: 0.0228
  – Largest net degree at the start of global routing: 2
  – Antenna violations before repair: 0
  – First-pass GRT wire length: 1.15 mm
  – Vias in the first global route: between 200 and 250
  – Total grt overflow: 0

Place
  – Placed instance count: 83
  – Dpl hpwl: 743 um
  – # port buffers: 24
  – Gpl congestion: between 0.7 and 0.8

Hold path
  – Min-delay src: inB[1]
  – Worst Hold Class: in2out
  – Hold endpoint: total[1]
  – Hold Path Stages: 5

Status
  – Status: finished clean

CTS
  – Setup bufs post-CTS: 0
  – Cts-stage hold buffer count: 0
  – CTS-repair resized insts: 0
[tightest hold or removal path, delay by kind of cell]
| family | cells | cell delay, ns |
|---|---|---|
| fa+ha+maj | 1 | 0.16 |
| buf+inv | 4 | 0.90 |
[cell families after synthesis]
group / share of synthesized area
xor gates and xnor gates: 0.136
buffers and inverters: 0.107
adders and majority gates: 0.757
[how the worst max path moves through the flow]
| stage | start | endpoint | cells past startpoint |
|---|---|---|---|
| finish | inA[0] | total[7] | 12 |
| global route | inA[0] | total[7] | 12 |
| CTS | inA[0] | total[7] | 12 |
[cells in the final DEF (no fill, tap or decap)]
cell type | Yosys | routed
fa_1 | 6 | 6
clkdlybuf4s50_1 | 0 | 24
ha_1 | 1 | 1
inv_1 | 5 | 5
xor3_1 | 1 | 1
[layout make-up]
class	count	share of cell area
repair buffers	24	0.508
multi-input cells	8	0.331
well taps	46	0.122
inverters	5	0.0397
[synthesized netlist by cell type, drive strengths merged]
library cell | number | area share
fa | 6 | 0.69
ha | 1 | 0.071
inv | 5 | 0.11
xor3 | 1 | 0.14
[where the power goes]
part           internal (W)  switching, W
clock network             0             0
registers                 0             0
logic             0.0000212    0.00000695
total             0.0000212    0.00000695
[through the flow]
stage                     utilization   power [W]  hold slack [ns]  area [um2]  setup WS, ns
after floorplan                     -  0.00000423             3.59         175          2.83
after CTS                       0.138   0.0000291             4.59         473          1.76
final                           0.138   0.0000281             4.58         473          1.81
after detailed placement        0.138   0.0000290             4.59         473          1.77
after global placement          0.138   0.0000287             4.58         473          1.79
after global routing            0.138   0.0000323             4.63         473          1.60
[routing by layer]
metal  wire length [um]  global-route usage  vias to the layer above  part of all wire
met5                  0                   0                        -                 0
met4                  0                   0                        0                 0
met3                171              0.0193                        0              0.23
met2                220              0.0305                       21              0.30
met1                347              0.0288                       72              0.47
li1                   -                   -                       84                 -
Power figures rest on the tool's default switching activity, not on a simulated workload.
