[flow/config.mk]
export PLATFORM = sky130hd
export DESIGN_NAME = Program_Counter
export DESIGN_NICKNAME = Program_Counter
export VERILOG_FILES = /design/flow/design.v
export SDC_FILE = /design/flow/constraint.sdc
export NUM_CORES = 4
export LEC_CHECK = 1
export CORE_AREA = 10 10 81 81
export DIE_AREA = 0 0 91 91
[flow/constraint.sdc]
current_design Program_Counter

set clk_period 2.5
set clk_io_pct 0.2

create_clock -name clk0 -period $clk_period [get_ports {clock}]

set non_clock_inputs [all_inputs -no_clocks]
set_input_delay [expr $clk_period * $clk_io_pct] -clock clk0 $non_clock_inputs
set_output_delay [expr $clk_period * $clk_io_pct] -clock clk0 [all_outputs]
[flow/design.v]
`timescale 1ns / 1ps
module Program_Counter(
    input clock,
    input reset,
    input [4:0] addr,
    input [2:0] Opcode,
    input SKZ_cmp,
    input Load_in,
    input En_cpu_in,
    output reg [4:0] Program_counter,
    output reg [4:0] Address
);
    reg [4:0] pc_next;
    always @(*) begin
        if (Opcode == 3'b111) begin
            pc_next = addr;  
        end else if (Opcode == 3'b001 && SKZ_cmp) begin
            pc_next = Program_counter + 5'd2;  
        end else if (Opcode == 3'b000) begin
            pc_next = Program_counter;  
        end else begin
            pc_next = Program_counter + 5'd1;  
        end
    end
    always @(posedge clock or posedge reset) begin
        if (reset) begin
            Program_counter <= 5'd0;  
            Address <= 5'd0;          
        end else if (En_cpu_in) begin
            Program_counter <= pc_next;  
            Address <= addr;             
        end
    end
endmodule
[flow/run.sh]
#!/bin/bash
# OpenROAD 26Q1-2900-gdf79404cd8, Yosys 0.63+post, stock flow scripts
make -C /OpenROAD-flow-scripts/flow DESIGN_CONFIG=/design/flow/config.mk WORK_HOME=/design/flow/orfs finish
==> ci_impl_report.md <==
## PnR job results

| Metric | Value |
|---|---|
| Status | `finished clean` |
| Drt first pass iters | `4` |
| Buffers plus inverters on the worst setup path | `2` |
| Worst skew pair latency | `0.23 ns` |
| Worst VDD drop | `0.235 mV` |
| Critical path depth | `6` |
| Routability cong. | `about 0.79` |
| Die x size | `roughly 90 µm` |
| Worst-path fanout max | `7` |
| Remaining antenna violation count | `0` |
| Leading area contributor after synthesis | `dfrtp_1` |
| Yosys cell count | `approximately 54` |
| OpenROAD warnings | `26` |
| CTS sink count | `10` |
| P per Cell Area | `about 780 nW/µm²` |
| Number of synthesized register bits | `10` |
| Worst Hold Path Cells | `1` |
| Syn Inst Count | `~54` |
| Hold Slack | `0.480 ns` |
| Port Buf Inserts | `21` |
| Psw | `just over 0.2 mW` |
| Yosys cell types | `28` |
| Area of the core | `4820 µm²` |
| Hold Path Class | `flop to flop` |
| Routed WL per cell | `approximately 11 µm` |
| Synth Seq Share | `a little over two fifths` |
| Final Slew Violations | `0` |
| ANT cells | `0` |
| Worst-path cell chain | `clkdlybuf4s50_1, nor4bb_1, buf_4, mux2i_1, o21ai_1, a21boi_1` |
| Setup violations, final | `0` |
| Residual DRC | `0` |
| Max_slew headroom | `between 50% and 60%` |
| Grt total ovfl | `0` |
| Post-synthesis average cell area | `between 10 and 15 µm²` |
| Leak | `around 0.35 nW` |
| Gate power share | `36.0%` |
| Yosys stat chip area | `roughly 600 µm²` |
| Starting density of the core | `between 10% and 20%` |
| Synth top area share | `approximately 43%` |
| Vias | `506` |
| Max_cap viols | `0` |
| CP Data Required Time | `around 2.6 ns` |
| Worst Setup End Kind | `flop` |
| Share of layout cells above drive strength 1 | `11.7%` |
| Largest net degree at the start of global routing | `11` |
| Sequential share of power | `around 36%` |
| Aggregate global-route resource usage | `under 10%` |
| Die ar. | `roughly 8300 µm²` |
| WL final | `approximately 1600 µm` |
| FF-to-FF path depth | `5` |
| Io pins | `23` |
| Final min period | `1.81 ns` |
| Top cells by area | `dfrtp_1 43%, mux2_1 7.7%, ha_1 4.3%, mux2i_1 3.4%, nand2_1 3.2%` |
| Max stage delay on crit path | `~0.47 ns` |
| P_int | `between 0.5 and 0.6 mW` |
| DP HPWL | `1320 µm` |
| Initial detailed-routing violation count | `39` |
| Worst-path clk slew | `roughly 0.05 ns` |
| CTS tree | `built` |
| Worst Path Arrival | `between 1.5 and 2 ns` |
| Most frequent cells in the layout | `21 x clkdlybuf4s50_1, 10 x dfrtp_1, 5 x nand2_1` |
| Syn Std Cell Area | `583 µm²` |
| Setup_tns | `0 ns` |
| Endpoints failing hold | `0` |
| Yosys warnings | `1` |
| RSZ-0062 raised after global routing | `false` |
| Fin crit share | `just over 70%` |
| CP Launch Type | `input pin` |
| Post-route cell area | `between 900 and 1000 µm²` |
| Resize count post-CTS | `0` |
| Root buffer cell | `clkbuf_8` |
| Clock Path Buffers | `2` |
| Number of global-route vias before repair | `528` |
| Dpl cell area | `around 860 µm²` |
| Fmax | `~0.55 GHz` |
| Most common logic cell in the routed design | `clkdlybuf4s50_1` |
| Die height | `91 µm` |
| Setup Buffers After CTS | `0` |
| Sw frac | `about 29%` |
| Clock skew | `between 0.005 and 0.006 ns` |
| Post-cts hold buffer count | `0` |
| Clock buffer count from CTS | `3` |
| Actual slew at the worst max-slew pin | `0.661 ns` |
| Core Rows | `25` |
| Clock power frac | `between 20% and 30%` |
| H-tree Lvls | `1` |
| Worst-path cell with the longest stage delay | `clkdlybuf4s50_1` |
| Type of the worst setup path | `input pin to flop` |
| Initial antenna violation count | `0` |
| Area Growth Syn to Fin | `57.1%` |
| Vias/cell | `approximately 3.5` |
| First-pass GRT wire length | `around 2800 µm` |
| Worst path top cell family by delay | `buffers and inverters` |
per-layer routing:
metal	track usage (%)	part of all wire, %
met5	0	0
met1	5.35	48
met2	5.97	41
met3	2.24	9.8
met4	0.522	1.3
worst reg2reg max path: cells and delay by family, from the launching register on:
family          cells  cell delay [ns]
compound gates      2             0.20
xor+xnor            1             0.15
fa+ha+maj           1             0.27
flops               1             0.43
mux                 1             0.13
stage by stage:
stage          worst slack (ns)  utilization, %  cells  total power [mW]
4_1_cts                   0.695            19.0    144             0.724
6_report                  0.689            19.0    144             0.713
3_5_place_dp              0.463            17.9    140             0.518
2_1_floorplan              1.07               -     54             0.379
5_1_grt                   0.508            19.0    144             0.776
3_3_place_gp              0.481            17.9    140             0.511
synthesized netlist by cell type:
master / instances
o21ai_2: 1
a21oi_1: 2
and3_1: 1
nor3_1: 1
o21ai_1: 3
nor2_1: 2
inv_1: 2
o31ai_2: 1
o41ai_1: 1
ha_1: 2
o31a_1: 1
buf_2: 1
a32oi_1: 1
xor2_2: 1
nand3_1: 3
nor3b_1: 1
nor4bb_1: 1
mux2_2: 1
nand2_1: 5
dfrtp_1: 10
a21boi_1: 1
mux2_1: 4
buf_4: 1
o22a_1: 2
buf_6: 1
mux2i_1: 2
a211o_1: 1
o211ai_1: 1
layout make-up:
| cell class | instances | area [µm²] |
|---|---|---|
| fillers | 542 | 3900 |
| multi-input cells | 39 | 302 |
| flip-flops and latches | 10 | 250 |
| repair buffers | 22 | 218 |
| well taps | 67 | 83.8 |
| clock buffers | 4 | 55.1 |
| inverters | 2 | 7.51 |
logic make-up after synthesis:
group	synth area share, %
xor gates and xnor gates	2.79
AOI/OAI and AO/OA	19.5
and+or+nand+nor	12.0
buffers and inverters	5.36
DFF	42.9
adders and majority gates	4.29
muxes	13.1
sequential cells by signal (all words and copies together) (netlist names):
register,cells
Program_counter,5
Address,5
power groups by stage:
stage         Combinational, mW  Sequential, mW  Clock [mW]
CTS                       0.262           0.260       0.202
global route              0.289           0.271       0.216
finish                    0.256           0.259       0.197
path summary, 6_finish.rpt:
path                               startpoint                 end  slack [ns]
setup / recovery                    Opcode[1]  Program_counter[2]        0.69
hold / removal                     Address[3]          Address[3]        0.48
setup reg to reg           Program_counter[0]  Program_counter[2]        1.16
hold reg to reg                    Address[3]          Address[3]        0.48
max in group asynchronous               reset          Address[1]        1.65
min in group asynchronous               reset  Program_counter[4]        0.56
Power is estimated from default activity; no workload was simulated.
