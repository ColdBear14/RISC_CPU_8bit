==> design/flow/design.v <==
`timescale 1ns / 1ps
module Data_Memory(
    input clock,
    input reset,
    input [7:0] Data_in,
    input En,
    input [4:0] Address,
    output [7:0] Data_out
);
    reg [7:0] memory [31:0];  
    integer i;
    assign Data_out = memory[Address];
    always @(posedge clock or posedge reset) begin
        if (reset) begin
            for (i = 0; i < 32; i = i + 1) begin
                if (i == 8'h1B) memory[i] <= 8'hFF;  
                else if (i == 8'h1C) memory[i] <= 8'hAA;  
                else memory[i] <= 8'h00;  
            end
        end else if (En) begin
            memory[Address] <= Data_in;
        end
    end
endmodule
==> design/flow/run.sh <==
#!/bin/bash
# OpenROAD 26Q1-2900-gdf79404cd8, Yosys 0.63+post, stock flow scripts
make -C /OpenROAD-flow-scripts/flow DESIGN_CONFIG=/design/flow/config.mk WORK_HOME=/design/flow/orfs finish
==> design/flow/config.mk <==
export PLATFORM = sky130hd
export DESIGN_NAME = Data_Memory
export DESIGN_NICKNAME = Data_Memory
export VERILOG_FILES = /design/flow/design.v
export SDC_FILE = /design/flow/constraint.sdc
export NUM_CORES = 4
export LEC_CHECK = 1
export CORE_UTILIZATION = 40
==> design/flow/constraint.sdc <==
current_design Data_Memory

set clk_period 5.0
set clk_io_pct 0.2

create_clock -name clk0 -period $clk_period [get_ports {clock}]

set non_clock_inputs [all_inputs -no_clocks]
set_input_delay [expr $clk_period * $clk_io_pct] -clock clk0 $non_clock_inputs
set_output_delay [expr $clk_period * $clk_io_pct] -clock clk0 [all_outputs]
==> results.ini <==
[layout]
area_growth_pct=14.4
regMostFlops=memory
top_regs=memory x256
drive_gt1_share_pct=39.4
largest_register_ffs=256
stdcell_count=1402

[route]
vias=8511
routed_via_density=6.07
wl_per_cell_um=26.7
dr.first_iter.drc_count=719
first_pass_iters=5
drt_wl_total_um=37500
drt_drc_violations_left=0
antenna_left=0
antenna_cells=0

[sta]
rsz0062_at_grt=no
worst_pin_slew_ns=0.992
setup_viol=0
hold_ws_ns=0.498
slew_headroom_pct=33.5
setup_tns_ns=0
worst_slack_ns=0.162
fmax_ghz=0.207
fin_skew_ns=0
hold_viol=0
post-route-min-period_ns=4.84
drv_slew=0
finalCritPeriodShare_pct=96.8

[floorplan]
core_area_um2=29800
die_w_um=177
die_y_um=177
io_pins=24
num_rows=63
fp_util_pct=41.0
die_area_um2=31200

[logic_synthesis]
ys_seq_share_pct=52.6
yosys.area.top_type=dfrtp_1
synth_cells=962
avgSynthCellArea_um2=12.7
yosysWarnings=2
ys_cells=962
ys_ff=256
mappedNetlistArea_um2=12200
edf_count=0
ys.flop_type=dfrtp_1
netlist-cell-type-count=66
ys_area_um2=12200
top_area_share_pct=50.0
ys_top_cells_by_area=dfrtp_1, mux2_2, dfstp_2
async_flop_share_pct=100

[clocking]
cts_setup_buffers=0
clockBufferDepth=3
cts_tree=built
cts_sinks=256
cts_buffers=28
clk_pin_slew_ns=0.06
cts_max_level=1
cts_hold_buffers=0
cts_root_buf=clkbuf_16
post_cts_resized=0
worstSkewPairLatency_ns=0.54

[global_route]
grt_pass1_vias=8755
grt_overflow=0
track_usage_pct=26.1
antenna_found_initial=0
grt_max_degree=119
grt_first_pass_wirelength_um=57400

[min_path]
hold_class=register to register

[pwr]
leakagePower_nw=6.19
vdd_drop_max_v=0.000292
p_per_area_nw_per_um2=405

[place]
pre_cts_ws_ns=0.210
dpl.cell_count=1350
portBuffers=23
gp_congestion=0.949
hpwlAfterDp_um=24900

[run_status]
status=finished, final reports clean

[critical_path]
cp_max_fo=15
path_cells=buf_2 > and2_1 > buf_4 > and3_1 > a2111oi_0 > buf_4 > nand3_1 > o32a_1 > clkdlybuf4s50_1
cp.arrival_ns=3.84
critPathBufInv=4
end_kind=output port
start_kind=input port
crit_top_cell=buf_4
slowest_stage=a2111oi_0
cp_top_family=buffers and inverters
required_ns=4.00
worst_path_largest_cell_delay_ns=0.76
path_class=input port to output port

[run]
warning_count=29
cap_violations=0

==> cells by family (layout without fill, tap and decap cells) <==
logic type,Yosys count,after routing,synth area share (%)
multiplexers,275,275,25.5
buffers and inverters,85,135,3.05
AND/OR/NAND/NOR,217,217,10.6
AND-OR/OR-AND,129,129,8.31
flip-flops,256,256,52.6
==> through the flow <==
| stage | cell area [um2] | power [mW] | utilization (%) |
|---|---|---|---|
| final | 14000 | 5.65 | 46.8 |
| after global routing | 14000 | 5.88 | 46.8 |
| after CTS | 14000 | 5.68 | 46.8 |
| after detailed placement | 13000 | 3.54 | 43.6 |
| after global placement | 13000 | 3.52 | 43.6 |
| after floorplan | 12200 | 3.24 | - |
==> cells in the final DEF (no fill, tap or decap), drive strengths merged, types with 10 or more instances in the layout <==
cell type,Yosys,final
a31oi,11,11
mux2,263,263
nor3,11,11
buf,31,57
nor2,21,21
o21ai,12,12
and3,42,42
dfrtp,244,244
nand2,28,28
a22o,12,12
clkbuf,46,46
mux2i,10,10
nand3,49,49
a2111oi,11,11
clkdlybuf4s50,0,18
a22oi,15,15
dfstp,12,12
==> per-layer routing <==
| layer | GRT usage, % | vias to the layer above | wire length (um) |
|---|---|---|---|
| li1 | - | 3671 | - |
| met1 | 39.8 | 4396 | 16000 |
| met2 | 37.7 | 364 | 16700 |
| met3 | 7.23 | 78 | 3390 |
| met4 | 7.29 | 2 | 1290 |
| met5 | 1.76 | - | 74 |
==> cell usage after synthesis (10+ instances only) <==
cell       instances
dfrtp_1          244
clkbuf_1          46
nor2_1            14
o21ai_0           11
mux2i_1           10
nand3_1           47
a22o_1            12
nand2_1           28
a22oi_1           15
buf_2             21
a31oi_1           11
dfstp_2           12
and3_1            42
a2111oi_0         11
mux2_2           263
==> area by class of cell <==
class                   instances  area (um2)
well taps                     390         488
multi-input cells             621        5420
flip-flops and latches        256        6420
fillers                      2645       15800
clock inverters                 6         109
clock buffers                  46         850
repair buffers                 75         633
inverters                       8        33.8
==> where the power goes <==
part	internal [mW]	total, mW	switching (mW)
sequential	2.49	2.70	0.213
combinational	0.441	0.813	0.373
clock	1.31	2.14	0.829
==> path summary, 6_finish.rpt <==
| kind | start | endpoint | slack, ns | cells past startpoint |
|---|---|---|---|---|
| max | Address[4] | Data_out[2] | 0.16 | 9 |
| max in group asynchronous | reset | memory[7][2] | 3.11 | 3 |
| min | memory[24][0] | memory[24][0] | 0.50 | 1 |
| max reg2reg | memory[6][7] | memory[6][7] | 4.16 | 1 |
| min reg2reg | memory[24][0] | memory[24][0] | 0.50 | 1 |
| min in group asynchronous | reset | memory[4][5] | 0.87 | 2 |
No activity file was given, so power comes from the tool's default toggle rates.
